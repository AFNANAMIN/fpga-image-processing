[constraint.sdc]
current_design agm

set clk_period 4.3
set clk_io_pct 0.2

create_clock -name clk0 -period $clk_period [get_ports {clk_rd}]
create_clock -name clk1 -period $clk_period [get_ports {clk_wr}]

set non_clock_inputs [all_inputs -no_clocks]
set_input_delay [expr $clk_period * $clk_io_pct] -clock clk0 $non_clock_inputs
set_output_delay [expr $clk_period * $clk_io_pct] -clock clk0 [all_outputs]
[run.sh]
#!/bin/bash
# OpenROAD 26Q1-2900-gdf79404cd8, Yosys 0.63+post, stock flow scripts
make -C /OpenROAD-flow-scripts/flow DESIGN_CONFIG=/design/flow/config.mk WORK_HOME=/design/flow/orfs finish
[config.mk]
export PLATFORM = sky130hd
export DESIGN_NAME = agm
export DESIGN_NICKNAME = agm
export VERILOG_FILES = /design/flow/design.v
export SDC_FILE = /design/flow/constraint.sdc
export NUM_CORES = 4
export LEC_CHECK = 1
export CORE_UTILIZATION = 40
[design.v]
module agm(
    input en_rd,en_wr,reset_rd,reset_wr,clk_rd,clk_wr,
	 output reg [10:0] W_BRAM_ADDR,
	 output reg [8:0] R_BRAM_ADDR,
	 output reg pause,wea,
	 output reg [2:0]sel,
	 output reg [2:0]start,
	output reg [8:0] count
	 );
	 integer i,j,m;
	 reg[2:0]sel_count;
	 reg write_again;
	 initial begin
	 i=0;
	 j=256;
	 m=0;
	 start=0;
	 wea=1;
	 pause=0;
	 write_again=0;
	 sel=0;
	 count=0;
	 end
parameter init_addr_wr=11'b00000000000,init_addr_rd=9'b000000000;
	always @ (posedge clk_rd)
	begin
		if(en_rd == 1 && start!=0)
			begin
				if(reset_rd)
				begin
					R_BRAM_ADDR <= init_addr_rd;
				end
				else if (!reset_rd )
				    begin
					 R_BRAM_ADDR <= i;
					 i<=(i+1)%512;
						if(i==511)
						begin
						count<=count+1;
						if(sel==0)
						sel<=0;
						else
						sel<=(sel+1)%8;
						end
              end	 	 
			end 	 
		else
			R_BRAM_ADDR <= 9'bxxxxxxxxx;
	end
	always @ (posedge clk_wr)
	begin
		if(en_wr == 1  && !pause)
			begin 
				if(reset_wr || W_BRAM_ADDR==2047 || write_again ) 
				   begin
					W_BRAM_ADDR <= init_addr_wr; 
					write_again<=0;
					wea<=1;
					end
				else 
				  begin
					 if(((W_BRAM_ADDR + 4) % 2047) == 0)
					     begin 
						    W_BRAM_ADDR <= 2047;
						      if(start==0)
							     begin
						        start<=1;
						         pause<=1;
							     end 
					    end 
					 else
						 W_BRAM_ADDR <= (W_BRAM_ADDR + 4) % 2047;
				 end 
			end 
		else if(!en_wr || pause ) 
	     begin
		   W_BRAM_ADDR <= 9'bxxxxxxxxx;
			wea<=0;
			write_again<=1;
	      pause<=0;
			end
	end
endmodule
==> tab_implementation.tex <==
% Synthesis and place-and-route results
\begin{tabular}{lr}
\hline
Metric & Value \\
\hline
\multicolumn{2}{l}{\textbf{Outcome}} \\
Result of the run & finished clean \\
\multicolumn{2}{l}{\textbf{Logic synthesis}} \\
YS chip area & 2350 sq um \\
Unique cell type count in the Yosys netlist & 47 \\
Synthesized area per cell & 10.8 sq um \\
Number of flops mapped to enable cells by yosys & 26 \\
Yosys xor share & 0.0855 \\
Largest family of logic cells by area & simple AND/OR/NAND/NOR gates \\
Netlist area before placement & 2350 sq um \\
Multiplexer fraction of the synthesized cell area & 0.00425 \\
Area fraction in compound gates & 0.113 \\
Seq share, synth & 0.502 \\
Share of flip-flops with an asynchronous set or reset & 0 \\
Synthesized instance count & 218 \\
Yosys warnings & 1 \\
Simple-Gate Area Share & 0.191 \\
Top FF cell, synth & edfxtp\_1 \\
Flop and latch count out of synthesis & 46 \\
Fa+ha+maj area frac & 0.0478 \\
Number of standard cells reported by yosys & 218 \\
\multicolumn{2}{l}{\textbf{Placed design}} \\
DP Area & 2770 sq um \\
Detailed placer's ending HPWL & 3.20 mm \\
Worst slack, placed & 1.30 ns \\
Cell count after placement & 321 \\
I/O Buffers & 39 \\
Final weighted congestion in routability-driven placement & 0.829 \\
\multicolumn{2}{l}{\textbf{Clocking}} \\
Clock-pin slew on the worst setup and hold paths & 0.06 ns \\
Quantity of gates resized following cts & 0 \\
Clock tree from TritonCTS & built \\
\# clock sinks & 46 \\
Setup Buffers After CTS & 0 \\
Cts-stage hold buffer count & 0 \\
\multicolumn{2}{l}{\textbf{Power}} \\
Total leakage power & 1.04 nW \\
Power density over the cells & 291 nW/um\^{}2 \\
Switching part of the total power & 0.193 \\
Share of power burned in registers & 0.562 \\
Power Internal & 0.683 mW \\
Worst vdd rail ir drop & 190 uV \\
Proportion of power drawn by combinational gates & 0.041 \\
Switch Pwr & 0.164 mW \\
Fraction of power consumed by the clock network & 0.397 \\
Overall power & 0.846 mW \\
\multicolumn{2}{l}{\textbf{Worst setup path}} \\
Cell breakdown of the critical path & ha\_1, nand2\_1, o31a\_1, o22a\_1, or4\_1, a21boi\_2, o2111ai\_4, nor2\_1 \\
Crit end category & register \\
Crit path launch type & register \\
Required time of the critical path & 4.25 ns \\
Data arrival time of the critical path & 2.97 ns \\
Critical Setup Path Class & register to register \\
Slowest CP cell & or4\_1 \\
Worst Path Max Fanout & 10 \\
Crit path largest cell delay & 0.70 ns \\
\multicolumn{2}{l}{\textbf{Routing}} \\
Via density per instance & 4.98 \\
Initial DRC Count & 118 \\
Number of nets with antenna violations after routing & 0 \\
Remaining DRCs & 0 \\
Routed vias & 1660 \\
Detail-routed net length per standard cell & 13.0 um \\
Number of detailed-routing iterations run before antenna repair & 4 \\
Post-Route WL & 4.33 mm \\
Antenna diode count & 0 \\
\multicolumn{2}{l}{\textbf{STA}} \\
Final hold slack & 0.540 ns \\
Final-report hold violation count & 0 \\
TNS Setup & 0 ns \\
Unrepaired setup endpoints after global routing & no \\
Max Clock Skew & 0.00569 ns \\
Final critical-path setup slack & 1.28 ns \\
Final-report setup violation count & 0 \\
Final count of pins violating max slew & 0 \\
Slew of the pin with the lowest slew margin & 0.811 ns \\
Relative slew margins & 0.457 \\
\multicolumn{2}{l}{\textbf{Layout}} \\
Top logic cells by instance count in the layout & clkdlybuf4s50\_1 (39), edfxtp\_1 (26), dfxtp\_1 (20) \\
Share of post-route cells with drive strength above 1 & 0.0805 \\
End-of-flow core utilization & 0.521 \\
Area growth from synthesis to layout & 23.3\% \\
Filler-free cell count of the finished design & 333 \\
Post-route design area & 2900 sq um \\
Dominant logic cell type in the layout & clkdlybuf4s50\_1 \\
\multicolumn{2}{l}{\textbf{Job}} \\
Maxcap violations & 0 \\
Tool Warnings & 31 \\
\multicolumn{2}{l}{\textbf{GRT}} \\
Number of global-route vias before repair & 1512 \\
Wire length of the first global-routing pass & 7.25 mm \\
Overflow left after global routing & 0 \\
Number of antenna violations at the first check in global routing & 0 \\
Pin count of the biggest net entering global routing & 13 \\
GRT Total Usage & 0.154 \\
\multicolumn{2}{l}{\textbf{Die}} \\
Starting utilization of the core area & 0.422 \\
Die H & 78.7 um \\
Count of standard-cell rows & 27 \\
Core box area & 5570 sq um \\
Overall die width & 78.7 um \\
Area enclosed by the die boundary & 6200 sq um \\
I/O pin count & 43 \\
\multicolumn{2}{l}{\textbf{Worst hold path}} \\
Tightest Hold Check Type & register to register \\
\hline
\end{tabular}
[worst max-delay path: cells and delay by family, from the launching register on]
| kind | cells | cell delay [ns] |
|---|---|---|
| adder cells (fa/ha/maj) | 1 | 0.32 |
| AND-OR/OR-AND | 4 | 0.96 |
| AND/OR/NAND/NOR | 3 | 0.94 |
| flip-flops | 1 | 0.49 |
[synthesized netlist by cell type (6+ instances only)]
library cell / instances / area (sq um)
a21oi_1: 10 / 50.1
xor2_1: 6 / 52.6
nor2_1: 11 / 41.3
inv_1: 11 / 41.3
nand3_1: 16 / 80.1
dfxtp_1: 20 / 400
nand2_1: 13 / 48.8
ha_1: 9 / 113
nand4_1: 7 / 43.8
xnor2_1: 17 / 149
nor2b_1: 8 / 50.1
edfxtp_1: 26 / 781
[sequential cells by signal, indices dropped and copies added (netlist names)]
register,count
R_BRAM_ADDR,9
i,10
count,9
sel,3
pause,1
W_BRAM_ADDR,11
write_again,1
start,1
wea,1
[logic make-up after synthesis]
group,count (synthesis)
simple gates,81
mux,1
buf+inv,21
compound gates,35
other cells,2
flops,46
fa+ha+maj,9
xor+xnor,23
[power by group through the flow]
| stage | logic, mW | registers [mW] | clock network (mW) |
|---|---|---|---|
| 6_report | 0.0345 | 0.476 | 0.336 |
| 5_1_grt | 0.0385 | 0.477 | 0.371 |
| 4_1_cts | 0.0350 | 0.476 | 0.351 |
[final cells by class]
| class | count | area, sq um |
|---|---|---|
| Fill cell | 519 | 2670 |
| Sequential cell | 46 | 1180 |
| Multi-Input combinational cell | 152 | 1060 |
| Timing Repair Buffer | 40 | 398 |
| Clock buffer | 10 | 128 |
| Tap cell | 72 | 90.1 |
| Inverter | 11 | 41.3 |
| Clock inverter | 2 | 8.76 |
[worst paths after layout]
path | cells after the start | slack (ns) | from | to
hold reg to reg | 1 | 0.54 | i[5] | R_BRAM_ADDR[5]
setup / recovery | 8 | 1.28 | W_BRAM_ADDR[3] | start[0]
setup reg to reg | 8 | 1.28 | W_BRAM_ADDR[3] | start[0]
min in group clk1 | 1 | 0.64 | pause | write_again
hold / removal | 1 | 0.54 | i[5] | R_BRAM_ADDR[5]
max in group clk0 | 2 | 1.98 | reset_rd | i[9]
[routing by layer]
layer	wire, um	global-route usage	vias up
met4	93	0.0278	0
li1	-	-	865
met2	2020	0.243	34
met1	2050	0.233	751
met3	169	0.0280	10
met5	0	0	-
Power is estimated from default activity; no workload was simulated.
