$ cat /design/flow/design.v
`timescale 1ns / 1ps
module bramRegister(
input [31:0] doutb,
output reg [7:0] o1,o2,o3,o4
    );
always@(*)
begin
o1=doutb[7:0];
o2=doutb[15:8];
o3=doutb[23:16];
o4=doutb[31:24];
end
endmodule
`timescale 1ns / 1ps
module mux(
input [7:0] in1_mux, in2_mux, in3_mux, in4_mux, in5_mux, in6_mux, in7_mux, in8_mux,
input [2:0]sel_mux,
output reg [7:0] o_mux
    );
always @(*)
  begin
      case (sel_mux)
         3'b000: o_mux = in1_mux;
         3'b001: o_mux = in2_mux;
         3'b010: o_mux = in3_mux;
         3'b011: o_mux = in4_mux;
			3'b100: o_mux = in5_mux;
			3'b101: o_mux = in6_mux;
			3'b110: o_mux = in7_mux;
			3'b111: o_mux = in8_mux;
      endcase
	end
endmodule
`timescale 1ns / 1ps
module register(
input clk,
 input [31:0] doutb,
output reg [7:0] o1,o2,o3,o4
    );
always@(posedge clk )
begin    
o1<=doutb[7:0];
o2<=doutb[15:8];
o3<=doutb[23:16];
o4<=doutb[31:24];
end
endmodule
`timescale 1ns / 1ps
module sm_top_module(
input clk,
input [31:0]module_in,
input [2:0]sel_mux,
output [7:0]out1, out2, out3, out4, out5,out6,out7,out8
);
wire [7:0] o1;
wire [7:0] o2;	
wire [7:0] o3;
wire [7:0] o4;
wire [7:0] o5;    	
wire [7:0] o6;
wire [7:0] o7;	
wire [7:0] o8;
register reg_inst (
.clk(clk),
.doutb(module_in),   	
.o1(o1), 	
.o2(o2),	
.o3(o3), 	
.o4(o4)
	);
bramRegister bram_reg_inst (
    .doutb(module_in), 
    .o1(o5), 
    .o2(o6), 
    .o3(o7), 
    .o4(o8)
    );
mux m1 (		
.in1_mux(o1), 		
.in2_mux(o2), 		
.in3_mux(o3), 		
.in4_mux(o4), 
.in5_mux(o5),      
.in6_mux(o6), 
.in7_mux(o7), 
.in8_mux(o8), 	
.sel_mux(sel_mux), 	
.o_mux(out1)
	);
mux m2 (	
.in1_mux(o2), 	
.in2_mux(o3),   	
.in3_mux(o4), 
.in4_mux(o5), 
.in5_mux(o6), 
.in6_mux(o7), 
.in7_mux(o8), 
.in8_mux(o1), 
.sel_mux(sel_mux), 
.o_mux(out2)
);
mux m3 (
.in1_mux(o3), 		
.in2_mux(o4), 		
.in3_mux(o5), 		
.in4_mux(o6),
.in5_mux(o7), 
.in6_mux(o8), 
.in7_mux(o1), 
.in8_mux(o2), 				
.sel_mux(sel_mux), 		
.o_mux(out3)
);
mux m4 (
.in1_mux(o4), 		
.in2_mux(o5), 		
.in3_mux(o6), 		
.in4_mux(o7),
.in5_mux(o8), 
.in6_mux(o1), 
.in7_mux(o2), 
.in8_mux(o3), 				
.sel_mux(sel_mux), 		
.o_mux(out4)
	);
mux m5 (
    .in1_mux(o5), 
    .in2_mux(o6), 
    .in3_mux(o7), 
    .in4_mux(o8),
     .in5_mux(o1), 
     .in6_mux(o2), 
     .in7_mux(o3), 
     .in8_mux(o4), 	 
    .sel_mux(sel_mux), 
    .o_mux(out5)
    );
mux m6 (
    .in1_mux(o6), 
    .in2_mux(o7), 
    .in3_mux(o8), 
    .in4_mux(o1),
    .in5_mux(o2), 
    .in6_mux(o3), 
    .in7_mux(o4), 
    .in8_mux(o5), 	 
    .sel_mux(sel_mux), 
    .o_mux(out6)
    );
mux m7 (
    .in1_mux(o7), 
    .in2_mux(o8), 
    .in3_mux(o1), 
    .in4_mux(o2),
    .in5_mux(o3), 
    .in6_mux(o4), 
     .in7_mux(o5), 
     .in8_mux(o6), 	 
    .sel_mux(sel_mux), 
    .o_mux(out7)
    );
	 mux m8 (
    .in1_mux(o8), 
    .in2_mux(o1), 
    .in3_mux(o2), 
    .in4_mux(o3), 
	 .in5_mux(o4), 
    .in6_mux(o5), 
    .in7_mux(o6), 
    .in8_mux(o7), 
    .sel_mux(sel_mux), 
    .o_mux(out8)
    );
endmodule
$ cat /design/flow/run.sh
#!/bin/bash
# OpenROAD 26Q1-2900-gdf79404cd8, Yosys 0.63+post, stock flow scripts
make -C /OpenROAD-flow-scripts/flow DESIGN_CONFIG=/design/flow/config.mk WORK_HOME=/design/flow/orfs finish
$ cat /design/flow/constraint.sdc
current_design sm_top_module

set clk_period 10.6
set clk_io_pct 0.2

create_clock -name clk0 -period $clk_period [get_ports {clk}]

set non_clock_inputs [all_inputs -no_clocks]
set_input_delay [expr $clk_period * $clk_io_pct] -clock clk0 $non_clock_inputs
set_output_delay [expr $clk_period * $clk_io_pct] -clock clk0 [all_outputs]
$ cat /design/flow/config.mk
export PLATFORM = sky130hd
export DESIGN_NAME = sm_top_module
export DESIGN_NICKNAME = sm_top_module
export VERILOG_FILES = /design/flow/design.v
export SDC_FILE = /design/flow/constraint.sdc
export NUM_CORES = 4
export LEC_CHECK = 1
export CORE_UTILIZATION = 40
==> reports/metrics.yaml <==
final_timing:
  report.final.slew_viol_count: 0
  rsz0062_at_grt: "false"
  fmax_ghz: 0.143
  hold_viol: 0
  min_period_ns: 6.99
  setup_tns_ns: 0
  setup_viol: 0
  relSlewSlack_pct: 41.2
  fin_crit_sh_pct: 66.0
  tightest_slew_ns: 0.883
  worst_slack_ns: 3.61
cts:
  cts_resized: 0
  ctsHoldBuffers: 0
  htreeDepth: 2
  clk_pin_slew_ns: 0.06
  clockBufferDepth: 2
  cts_setup_buffers: 0
  cts.sinks: 32
  cts_tree: "yes"
  root_buffer: "clkbuf_16"
  cts_buffers: 5
placement:
  dpl.cell_count: 803
  io_buffers: 99
  dp_hpwl_um: 9810
  dp_slack_ns: 3.59
  globalplace.congestion: 0.883
cells_and_area:
  drive_gt1_share_pct: 4.79
  fin_cells: 811
  area_growth_pct: 19.1
  fin_util_pct: 48.8
routing:
  routed_wl_um: 15800
  n_antenna_cell: 0
  avgViaCountPerCell: 6.38
  wl_per_cell_um: 19.5
  drtIter0Drc: 411
  drtPass1Iterations: 5
  route.detailed.drc: 0
  final_antenna_net_count: 0
  vias: 5173
synthesis:
  postSynthSeqShare_pct: 13.8
  yosys_cells: 629
  ys_types: 51
  synth.avg_cell_area_um2: 7.41
  top_area_share_pct: 18.3
  yosys_area_um2: 4660
  synthFlopType: "dfxtp_1"
  topCellsByArea: "mux2i_1 (18%), dfxtp_1 (14%), o21ai_0 (5.5%)"
  ys_ff: 32
  synth-edff-count: 0
  syn_area_um2: 4660
  yosys_warnings: 3
  largest_area_cell: "mux2i_1"
  syn_inst: 629
  async_flop_share_pct: 0
min_path:
  hold_start: "module_in[11]"
  min_to: "reg_inst.o2[3]$_DFF_P_"
  min_path_type: "in -> reg"
  holdPathStages: 1
grt:
  overflow: 0
  grt_pass1_vias: 4683
  grt_antenna_before_repair: 0
  gr-usage-all-layers_pct: 26.5
  grt_pass1_wl_um: 25000
  grt_start_max_net_pins: 90
floorplan:
  fp.dieW_um: 110
  coreArea_um2: 11400
  die_y_um: 110
  ioPinCount: 100
  row_count: 39
  dieArea_um2: 12100
  fp_util_pct: 41.0
job:
  drv_cap: 0
  warnings: 25
worst_setup_path:
  critPathMaxFanout: 89
  crit_type: "in -> out"
  cp-startpoint: "sel_mux[2]"
  crit_arrival_ns: 4.87
  setup.worst_path.start_class: "input pin"
  cp-end-kind: "primary output"
  cp.required_ns: 8.48
power:
  p_per_area_nw_per_um2: 93.8
  worst_ir_drop_vdd_uv: 66.4
  leakage_uw: 0.00212
outcome:
  status: "finished, final reports clean"
==> cell usage after synthesis, types with 11 or more instances <==
| master | number |
|---|---|
| nor2b_1 | 11 |
| a21oi_1 | 47 |
| a31oi_1 | 11 |
| buf_6 | 11 |
| buf_2 | 31 |
| clkbuf_1 | 17 |
| nand2b_1 | 19 |
| dfxtp_1 | 32 |
| o21ai_0 | 51 |
| nor2_1 | 54 |
| mux2i_1 | 85 |
| a221oi_1 | 15 |
| nand3_1 | 16 |
| o22ai_1 | 21 |
| nand2_1 | 40 |
| a211oi_1 | 23 |
| buf_4 | 12 |
| o22a_1 | 24 |
==> worst max-delay path, cell delays in order <==
cell and delay [ns]:
buf_4 0.63, inv_1 0.56, nand2_2 0.14, buf_4 0.53, nor2_1 0.09, a31oi_1 0.24
clkdlybuf4s50_1 0.51
==> final cells by class <==
cell class	instances	area [µm²]
timing repair buffer	107	1040
multi-input combinational	512	3500
clock inverter	2	10.0
tap	143	179
clock buffer	6	139
inverter	9	33.8
fill	1086	5820
sequential	32	641
==> flip-flops by register name (all words and copies together), names as in the netlist <==
register     flops
reg_inst.o1      8
reg_inst.o2      8
reg_inst.o3      8
reg_inst.o4      8
==> how the worst max path moves through the flow <==
stage | to | slack [ns] | cells past startpoint
6_report | out8[4] | 3.61 | 7
5_1_grt | out8[4] | 3.32 | 7
4_1_cts | out8[4] | 3.59 | 7
==> report_power, final <==
group	internal, µW	switching (µW)
Clock	92.7	59.1
Sequential	127	11.7
Combinational	122	108
==> routing by layer <==
layer / global-route usage (%) / wire length (µm) / up-vias
li1: - / - / 2499
met1: 40.3 / 7200 / 2413
met2: 40.8 / 7090 / 236
met3: 3.08 / 1220 / 25
met4: 4.67 / 306 / 0
met5: 0 / 0 / -
==> logic make-up after synthesis <==
kind of cell           synth area share (%)
AOI/OAI and AO/OA                      38.1
muxes                                  19.5
and+or+nand+nor                        17.5
DFF                                    13.8
buffers and inverters                  11.1
==> per-stage QoR <==
step / power (µW) / hold WS [ns] / area (µm²)
3_5_place_dp: 368 / 2.74 / 5400
5_1_grt: 553 / 2.47 / 5550
3_3_place_gp: 368 / 2.75 / 5400
6_report: 521 / 2.45 / 5550
4_1_cts: 522 / 2.45 / 5550
2_1_floorplan: 268 / 2.15 / 4660
==> placed cells by master (no fill, tap or decap), drive strengths merged, types with 4 or more instances in the layout <==
cell type      Yosys  routed
a211oi            23      23
o221ai             7       7
buf               59      11
a31oi             11      11
nor3               4       4
clkbuf            17       6
o21ai             53      53
nor2              55      55
mux2               5       5
nor2b             11      11
or3b               5       5
nand2b            19      19
o32a               9       9
o311a              5       5
o22ai             21      21
nand3             16      16
nand2             40      40
mux2i             85      85
nor3b              7       7
a21boi             7       7
a32oi              7       7
a221oi            16      16
dfxtp             32      32
clkdlybuf4s50      0      96
o22a              24      24
o32ai              5       5
inv                9       9
a21oi             47      47
Power figures rest on the tool's default switching activity, not on a simulated workload.
